`design.v`:
```
`timescale 1ns/1ps
module Data_Memory (
    input      [31:0] WriteDataM,
    input      [31:0] ALUResultM,
    input             clk,
    input             MemWriteM,
    input             rst,
    output reg [31:0] ReadData,
    output reg [31:0] DM0
);
    reg [31:0] Data_Mem [255:0];    
    integer i;
    always @(*) begin                      
        ReadData = Data_Mem[ALUResultM];
    end
    always @(posedge clk) begin
        if (rst) begin
            for(i = 0; i < 255;i = i + 1) begin
                Data_Mem[i] <= 32'd0;
            end
        end else if (MemWriteM) begin
            Data_Mem[ALUResultM] <= WriteDataM; 
        end
    end    
endmodule
```
`run.sh`:
```
#!/bin/bash
# OpenROAD 26Q1-2900-gdf79404cd8, Yosys 0.63+post, stock flow scripts
make -C /OpenROAD-flow-scripts/flow DESIGN_CONFIG=/design/flow/config.mk WORK_HOME=/design/flow/orfs finish
```
`config.mk`:
```
export PLATFORM = sky130hd
export DESIGN_NAME = Data_Memory
export DESIGN_NICKNAME = Data_Memory
export VERILOG_FILES = /design/flow/design.v
export SDC_FILE = /design/flow/constraint.sdc
export NUM_CORES = 4
export LEC_CHECK = 1
export CORE_UTILIZATION = 50
export SYNTH_MEMORY_MAX_BITS = 65536
```
`constraint.sdc`:
```
current_design Data_Memory

set clk_period 72.0
set clk_io_pct 0.2

create_clock -name clk0 -period $clk_period [get_ports {clk}]

set non_clock_inputs [all_inputs -no_clocks]
set_input_delay [expr $clk_period * $clk_io_pct] -clock clk0 $non_clock_inputs
set_output_delay [expr $clk_period * $clk_io_pct] -clock clk0 [all_outputs]
```
==> ci_impl_report.md <==
## Synthesis and layout report

| Metric | Value |
|---|---|
| Post-CTS setup buffer count | 0 |
| Vias in the first global route | 209786 |
| Largest net degree at the start of global routing | 97 |
| Fmax | 27.5 MHz |
| Final min period | 36.30 ns |
| YS chip area | 368000 um2 |
| Worst Setup End Kind | output port |
| Die height | 860 um |
| Max-cap viol count | 0 |
| Endpoints failing hold | 0 |
| CP required | 57.60 ns |
| Cells after synthesis | 23187 |
| Leading register cell type out of synthesis | edfxtp_1 |
| Layout cell share with drive strength beyond 1 | 21.1% |
| Initial antenna violation count | 66 |
| Global placer's final weighted congestion | 0.917 |
| CP cell instances | buf_16, buf_4, buf_4, buf_4, buf_4, buf_4, buf_4, mux4_2, a22oi_1, a21oi_1, o41ai_1, nand4_1, clkdlybuf4s50_1 |
| Number of gates resized after cts | 0 |
| Mapped Area | 368000 um2 |
| Post-Place Worst Slack | 35.70 ns |
| Fillers | 54620 |
| Via Count | 195535 |
| Core area | 732000 um2 |
| Row Count | 314 |
| CP top delay family | buffers and inverters |
| Startpoint Class | input port |
| Initial DRC Count | 12495 |
| I/O Buffers | 74 |
| Hold buffer count at cts | 0 |
| Crit path DAT | 21.90 ns |
| Main area contributors | edfxtp_1, and2_1, mux4_2 |
| First-pass GRT wire length | 1590000 um |
| Yosys Warn Count | 33 |
| Top cells by count | edfxtp_1, and2_1, clkbuf_1 |
| Biggest register | Data_Mem |
| Static leakage power | 139 nW |
| CTS root buffer | clkbuf_16 |
| Worst-Margin Slew | 1.13 ns |
| Top Ports | 131 |
| CTS tree | built |
| Routed wire length | 1130000 um |
| Crit-path max FO | 67 |
| Regs by FF count | Data_Mem x8192 |
| Synth flops | 8192 |
| Logic area | 113000 um2 |
| GR Overflow Total | 0 |
| Placed insts | 31741 |
| Number of enable flip-flop cells | 8192 |
| Area delta synth->final | 10.7% |
| Clock transition at path regs | 0.06 ns |
| Final ANT Viol Nets | 0 |
| Final Slew Violations | 0 |
| Drt wl/cell | 33.9 um |
| Overall Global Routing Usage | 34.3% |
| Final setup fails | 0 |
| Status | finished clean |
| Post-route setup slack | 35.70 ns |
| Yosys stat cell total | 23187 |
| Crit-path max cell delay | 0.93 ns |
| Non-Filler Instances | 33342 |
| Die ar. | 739000 um2 |
| Largest register FFs | 8192 |
| Tool Warnings | 50 |
| Unique cell type count in the Yosys netlist | 23 |
| Starting Density | 50.3% |
| Flop area | 246000 um2 |
| Slew headroom | 24.4% |
| Hold Path Class | in -> reg |
| Die X-Extent | 860 um |
| Final Cycle Share | 50.4% |
| Synth Seq Share | 66.9% |
| Tot Pwr | 10.5 mW |
| Cts bufs inserted | 853 |
| Most common cell in the netlist | edfxtp_1 |
| DR vias/cell | 5.86 |
| Yosys top cell by area | edfxtp_1 |
| Max-area cell share | 66.9% |
| Power per Cell Area | 25.8 nW/um2 |
| Drt pass-1 iters | 7 |
| Mean Syn Cell Area | 15.9 um2 |
| Clock Tree Buf Depth | 4 |
| Setup Total Neg Slack | 0 ns |
| Clock H-tree levels | 6 |
| Ys async rst share | 0% |
| CTS Sinks | 8192 |
| Critical-path top delay cell | o41ai_1 |
| Most frequent CP cell | buf_4 |
| Peak supply drop | 30.7 uV |
| DPL Wire Length | 667000 um |
| DRC | 0 |
| RSZ-0062 raised after global routing | no |
| Crit Path Category | in -> out |
| CP bufs+invs | 8 |
==> final cells by class <==
type                       count  area share [%]
clock buffer                1105            5.55
timing repair buffer        1241            2.43
multi-input combinational  12512            27.8
sequential                  8192            60.4
tap                         9796            3.01
antenna                       50          0.0307
clock inverter               446           0.794
==> path summary, 6_finish.rpt <==
| check | from | end | cells past startpoint |
|---|---|---|---|
| setup / recovery | ALUResultM[1] | ReadData[14] | 13 |
| hold / removal | WriteDataM[23] | Data_Mem[255][23] | 1 |
==> through the flow <==
stage	cell area (um2)	hold WS, ns	utilization (%)
3_3_place_gp	381000	14.84	52.1
3_5_place_dp	381000	14.84	52.1
5_1_grt	407000	13.65	55.7
6_report	407000	13.66	55.7
4_1_cts	407000	13.58	55.7
2_1_floorplan	368000	14.50	-
==> cell families (layout without fill, tap and decap cells) <==
family                 count (synthesis)  count (layout)  share of synthesized area, %
DFF                                 8192            8192                          66.9
muxes                               2048            2048                          12.5
other                                  1              82                       0.00102
AOI/OAI and AO/OA                   1664            1664                          3.09
buffers and inverters               2514            2792                          2.79
and+or+nand+nor                     8768            8768                          14.7
==> power by group <==
| part | total, mW | switching [mW] | internal, mW |
|---|---|---|---|
| registers | 5.53 | 0.0557 | 5.47 |
| logic | 0.788 | 0.523 | 0.265 |
| clock network | 4.18 | 1.85 | 2.33 |
| total | 10.5 | 2.43 | 8.07 |
==> cells in the final DEF (no fill, tap or decap), types with 3 or more instances in the layout <==
cell type	instances
or2_2	256
o41ai_1	45
a22oi_1	1024
o41ai_2	80
inv_6	24
clkinv_1	239
mux4_2	2048
bufinv_16	37
buf_4	1152
clkbuf_16	869
buf_8	33
clkinvlp_4	4
clkinv_8	9
o41ai_4	3
edfxtp_1	8192
a21oi_1	512
and2_1	8160
nand3_1	3
nand2_1	24
buf_12	15
nor3_2	5
nand3_4	12
diode_2	50
clkinv_16	4
conb_1	32
clkdlybuf4s50_1	39
inv_16	5
clkbuf_1	236
nor2_4	4
nand4_1	36
clkinv_2	124
nor2b_4	5
nor2_2	250
==> routing by layer <==
| layer | wire [um] | vias to the layer above | global-route usage, % | share of wire [%] |
|---|---|---|---|---|
| li1 | - | 85028 | - | - |
| met1 | 353000 | 97617 | 43.5 | 31 |
| met2 | 512000 | 10807 | 47.2 | 45 |
| met3 | 205000 | 1994 | 25.9 | 18 |
| met4 | 56800 | 89 | 13.0 | 5.0 |
| met5 | 3170 | - | 3.78 | 0.28 |
No activity file was given, so power comes from the tool's default toggle rates.
